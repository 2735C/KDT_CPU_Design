### ./design.v
`timescale 1ns / 1ps
module uart (
    input logic clk,
    input logic rst,
    input logic rx,
    output logic tx_busy,
    output logic tx_done,
    output logic [7:0] tx_data,
    output logic rx_done,
    output logic tx
);
    logic br_tick;
    baudrate_gen U_baudrate_gen (
        .clk(clk),
        .rst(rst),
        .br_tick(br_tick)
    );
    transmitter U_transmitter (
        .clk(clk),
        .rst(rst),
        .br_tick(br_tick),
        .start(rx_done),
        .tx_data(tx_data),
        .tx_busy(tx_busy),
        .tx_done(tx_done),
        .tx(tx)
    );
    receiver U_receiver (
        .clk(clk),
        .rst(rst),
        .br_tick(br_tick),
        .rx(rx),
        .rx_done(rx_done),
        .rx_data(tx_data)
    );
endmodule
module baudrate_gen (
    input  logic clk,
    input  logic rst,
    output logic br_tick
);
    logic [$clog2(100_000_000/9600/16) -1:0] br_counter;   
    always_ff @(posedge clk or posedge rst) begin : blockName
        if (rst) begin
            br_counter <= 0;
            br_tick <= 1'b0;
        end else begin
            if  (br_counter == 100_000_000/9600 /16 -1) begin  
                br_counter <= 0;
                br_tick <= 1'b1;
            end else begin
                br_counter <= br_counter + 1;
                br_tick <= 1'b0;
            end
        end
    end
endmodule
module transmitter (
    input  logic       clk,
    input  logic       rst,
    input  logic       br_tick,
    input  logic       start,
    input  logic [7:0] tx_data,
    output logic       tx_busy,
    output logic       tx_done,
    output logic       tx
);
    typedef enum {
        IDLE,
        START,
        DATA,
        STOP
    } tx_state_e;
    tx_state_e tx_state, tx_next_state;
    logic [7:0] temp_data_reg, temp_data_next;
    logic tx_reg, tx_next;
    logic [3:0] tick_cnt_reg, tick_cnt_next;
    logic [2:0] bit_cnt_reg, bit_cnt_next;
    logic tx_busy_reg, tx_busy_next;
    logic tx_done_reg, tx_done_next;
    assign tx = tx_reg;
    assign tx_busy = tx_busy_reg;
    assign tx_done = tx_done_reg;
    always_ff @(posedge clk or posedge rst) begin
        if (rst) begin
            tx_state <= IDLE;
            temp_data_reg <= 8'b0;   
            tx_reg <= 1'b1;
            tick_cnt_reg <= 0;
            bit_cnt_reg <= 0;
            tx_done_reg = 0;
            tx_busy_reg = 0;
        end else begin
            tx_state <= tx_next_state;
            temp_data_reg <= temp_data_next;   
            tx_reg <= tx_next;
            tick_cnt_reg <= tick_cnt_next;
            bit_cnt_reg <= bit_cnt_next;
            tx_done_reg = tx_done_next;
            tx_busy_reg = tx_busy_next;
        end
    end
    always_comb begin
        tx_next_state = tx_state;   
        temp_data_next = temp_data_reg;   
        tx_next = tx_reg;
        tick_cnt_next = tick_cnt_reg;
        bit_cnt_next = bit_cnt_reg;
        tx_busy_next = tx_busy_reg;
        tx_done_next = tx_done_reg;
        case (tx_state)
            IDLE: begin
                tx_next = 1'b1;
                tx_done_next = 0;
                tx_busy_next = 0;
                if (start) begin
                    tx_next_state  = START;
                    temp_data_next = tx_data;
                    tick_cnt_next  = 0;
                    bit_cnt_next   = 0;
                    tx_busy_next   = 1;
                end
            end
            START: begin
                tx_next = 1'b0;   
                if (br_tick) begin
                    if (tick_cnt_reg == 15) begin
                        tx_next_state = DATA;
                        tick_cnt_next = 0;
                    end else begin
                        tick_cnt_next = tick_cnt_reg + 1;
                    end
                end
            end
            DATA: begin
                tx_next = temp_data_reg[0];  
                if (br_tick) begin
                    if (tick_cnt_reg == 15) begin
                        tick_cnt_next = 0;
                        if (bit_cnt_reg == 7) begin
                            tx_next_state = STOP;
                            bit_cnt_next  = 0;
                        end else begin
                            temp_data_next = {1'b0, temp_data_reg[7:1]};
                            bit_cnt_next   = bit_cnt_reg + 1;
                        end
                    end else begin
                        tick_cnt_next = tick_cnt_reg + 1;
                    end
                end
            end
            STOP: begin
                tx_next = 1'b1;   
                if (br_tick) begin
                    if (tick_cnt_reg == 15) begin
                        tx_next_state = IDLE;
                        tick_cnt_next = 0;
                        tx_busy_next  = 0;
                        tx_done_next  = 1;
                    end else begin
                        tick_cnt_next = tick_cnt_reg + 1;
                    end
                end
            end
        endcase
    end
endmodule
module receiver (
    input  logic       clk,
    input  logic       rst,
    input  logic       br_tick,
    input  logic       rx,
    output logic       rx_done,
    output logic [7:0] rx_data
);
    typedef enum {
        IDLE,
        START,
        DATA,
        STOP
    } rx_state_e;
    rx_state_e rx_state, rx_next_state;
    logic [7:0] rx_data_reg, rx_data_next;
    logic [4:0] tick_cnt_reg, tick_cnt_next;
    logic [2:0] bit_cnt_reg, bit_cnt_next;
    logic rx_done_reg, rx_done_next;
    assign rx_done = rx_done_reg;
    assign rx_data = rx_data_reg;
    always_ff @(posedge clk or posedge rst) begin
        if (rst) begin
            rx_state <= IDLE;
            rx_data_reg <= 8'b0;   
            tick_cnt_reg <= 0;
            bit_cnt_reg <= 0;
            rx_done_reg = 0;
        end else begin
            rx_state <= rx_next_state;
            rx_data_reg <= rx_data_next;   
            tick_cnt_reg <= tick_cnt_next;
            bit_cnt_reg <= bit_cnt_next;
            rx_done_reg = rx_done_next;
        end
    end
    always_comb begin
        rx_next_state = rx_state;
        rx_data_next  = rx_data_reg;
        tick_cnt_next = tick_cnt_reg;
        bit_cnt_next  = bit_cnt_reg;
        rx_done_next  = rx_done_reg;
        case (rx_state)
            IDLE: begin
                rx_done_next = 0;
                if (rx == 0) begin
                    rx_next_state = START;
                    rx_data_next  = '0;
                    tick_cnt_next = 0;
                    bit_cnt_next  = 0;
                end
            end
            START: begin
                if (br_tick) begin
                    if (tick_cnt_reg == 7) begin
                        rx_next_state = DATA;
                        tick_cnt_next = 0;
                    end else begin
                        tick_cnt_next = tick_cnt_reg + 1;
                    end
                end
            end
            DATA: begin
                if (br_tick) begin
                    if (tick_cnt_reg == 15) begin
                        tick_cnt_next = 0;
                        rx_data_next = {rx, rx_data_reg[7:1]};
                        if (bit_cnt_reg == 7) begin
                            rx_next_state = STOP;
                            bit_cnt_next  = 0;
                        end else begin
                            bit_cnt_next = bit_cnt_reg + 1;
                        end
                    end else begin
                        tick_cnt_next = tick_cnt_reg + 1;
                    end
                end
            end
            STOP: begin
                if (br_tick) begin
                    if (tick_cnt_reg == 23) begin
                        rx_next_state = IDLE;
                        tick_cnt_next = 0;
                        rx_done_next  = 1;
                    end else begin
                        tick_cnt_next = tick_cnt_reg + 1;
                    end
                end
            end
        endcase
    end
endmodule
### ./run.sh
#!/bin/bash
# OpenROAD 26Q1-2900-gdf79404cd8, Yosys 0.63+post, stock flow scripts
make -C /OpenROAD-flow-scripts/flow DESIGN_CONFIG=/design/flow/config.mk WORK_HOME=/design/flow/orfs finish
### ./config.mk
export PLATFORM = sky130hd
export DESIGN_NAME = uart
export DESIGN_NICKNAME = uart
export VERILOG_FILES = /design/flow/design.v
export SDC_FILE = /design/flow/constraint.sdc
export NUM_CORES = 4
export LEC_CHECK = 1
export CORE_UTILIZATION = 40
### ./constraint.sdc
current_design uart

set clk_period 4.0
set clk_io_pct 0.2

create_clock -name clk0 -period $clk_period [get_ports {clk}]

set non_clock_inputs [all_inputs -no_clocks]
set_input_delay [expr $clk_period * $clk_io_pct] -clock clk0 $non_clock_inputs
set_output_delay [expr $clk_period * $clk_io_pct] -clock clk0 [all_outputs]
==> changes_impl.md <==
### Physical design

- Status: complete, no violations
- Power Dens Cells: 309.5 mW/mm2
- Flops & latches, synth: 54
- Synth Warn #: 3
- Post-synth tally of flip-flops with integrated enable: 0
- Area leader share: 46.83%
- Post-synth ARST share: 100.0%
- Worst-path clk slew: 100 ps
- Worst EP arrival: 1340 ps
- Register share after synthesis: 49.72%
- Post_cts resized: 0
- Skew final: 7.151 ps
- Worst Hold Path Cells: 1
- Initial antenna violation count: 0
- Max Cap Viol: 0
- Crit-path cells: clkdlybuf4s50_1
- Yosys stat chip area: 0.002725 mm2
- Hold crit path type: register to register
- Fin crit share: 53.57%
- Post-Syn Area per Cell: 11.03 um2
- Antenna cells: 0
- Hold endpoint: U_baudrate_gen.br_counter[0]
- Synth Cell Area: 0.002725 mm2
- Worst-Margin Slew: 753.4 ps
- Worst setup EP type: output port
- Max Root-Sink Buffers: 2
- Critical path's slowest cell: clkdlybuf4s50_1
- Fillcell total: 597
- GRT Overall Usage: 15.21%
- Starting Density: 42.19%
- # DRC: 0
- Via count: 1821
- Total wire length: 4783 um
- RSZ-0062 raised after global routing: no
- Bufs and invs on worst path: 1
- Top cells excl fill/tap: dfrtp_1 (51), a22o_1 (20), nand2_1 (16)
- Crit-path max cell delay: 530 ps
- Clock Sinks: 54
- Tool warnings: 29
- Number of DRC markers after the initial detailed-route iteration: 91
- Die Size: 0.007147 mm2
- CORE AREA: 0.006459 mm2
- Worst r2r src: U_transmitter.tx_state[0]
- Logic cell area: 0.001265 mm2
- Clock period minus worst slack: 2143 ps
- Critical Path RT: 3200 ps
- Die W: 84.54 um
- Htree depth: 2
- Sum of negative setup slack: 0 ps
- Synth area leader: dfrtp_1
- Hold_sp: U_baudrate_gen.br_counter[0]
- Die H: 84.54 um
- Number of distinct library cells after synthesis: 46
- Clock latency (worst-skew pair): 310 ps
- IO buf count: 14
- Reg2reg path depth: 3
- Register-to-register path setup slack: 2020 ps
- First-pass GRT wire length: 8645 um
- Ports: 15
- WL per Instance: 14.11 um
- # rows: 29
- Congestion Overflow GR: 0
- Placed insts: 331
- Final setup viols: 0
- Vias in the first global route: 1804
- Remaining antenna violation count: 0
- Critical path's top delay family: buffers and inverters
- Max Freq: 466.7 MHz
- Hpwl dp: 3294 um
- Final cell count without fillers: 339
- CTS Hold Bufs: 0
- Router iterations before antenna repair: 20
- Dominant logic cell type in the layout: dfrtp_1
- RR Endpoint: U_transmitter.temp_data_reg[0]
- Kind of critical path: register to output port
- Ys flop type: dfrtp_1
- Pin count of the biggest net entering global routing: 37
- Register Area: 0.001355 mm2
- Syn-to-layout area delta: 11.75%
- CTS tree: built
- Max VDD drop: 0.1450 mV
- Yosys cell count: 247
- Mapped Cells: 247
- Crit path launch type: register
- Max reg flops: 10
- Clk root buf: clkbuf_8
- GPL Wtd Cong: 0.8115
- Number of buffers created by CTS: 5
- Routed vias/inst: 5.372
- Final hold vios: 0
- CP Max Fanout: 8
- Setup Buffers After CTS: 0
- Ratio of cells with drive above 1 in the final layout: 14.89%
- Final Max Slew Viols: 0
- Top cells, area: dfrtp_1 (47%), a22o_1 (6.4%), ha_1 (5.5%)
- Max-slew headroom: 49.70%
- Leak pwr: 1.395 nW
power by group:
group	total (mW)	internal [mW]	switching, mW
registers	0.546	0.546	0.0000000000000000862
clock network	0.384	0.191	0.193
logic	0.0135	0.00244	0.0111
total	0.943	0.739	0.204
worst max path at each step:
stage,from,slack (ps),to,depth (start not counted)
after CTS,U_receiver.rx_done_reg,1820,rx_done,1
final,U_receiver.rx_done_reg,1860,rx_done,1
after global routing,U_receiver.rx_done_reg,1760,rx_done,1
stage by stage:
step	utilization (%)	area, um2	worst slack, ps	hold WS (ps)	total power [mW]
after floorplan	-	2725	1890	446.1	0.5643
after global placement	45.33	2928	1856	465.9	0.5709
after detailed placement	45.33	2928	1856	476.0	0.5708
after CTS	47.15	3045	1822	490.3	0.9583
after global routing	47.15	3045	1758	516.3	0.9840
final	47.15	3045	1857	490.3	0.9427
kinds of logic (layout without fill, tap and decap cells):
logic type / after synthesis / in the layout / share of synthesized area [%]
AOI/OAI and AO/OA: 59 / 59 / 15.75
xor gates and xnor gates: 7 / 7 / 2.250
adders and majority gates: 12 / 12 / 5.509
buffers and inverters: 24 / 39 / 3.856
DFF: 54 / 54 / 49.72
muxes: 19 / 19 / 8.770
and+or+nand+nor: 72 / 72 / 14.14
metal layers:
layer  GRT usage, %  wire, um
met5              0         0
met4          1.695        61
met3          2.390       137
met2          21.66      2048
met1          26.24      2535
worst reg2reg max path, delay by kind of cell, from the launching register on:
family | cells | cell delay (ps)
mux | 2 | 720
flops | 1 | 670
simple gates | 1 | 480
cell usage after synthesis (2+ instances only):
master     n
o21ai_0   15
a22o_2     4
nor3_1     2
and3_1     6
nand2_1   16
mux2_2     8
a31oi_1    2
ha_1      12
nand4_1    5
inv_1     15
or3_1      2
nor2_1    15
a22o_1    20
dfstp_2    3
mux2i_1    3
nor2b_1    2
buf_2      6
and2_1     2
o22ai_1    2
o21ai_2    2
nand3_1   10
xnor2_1    6
a21oi_1    7
mux2_4     7
dfrtp_1   51
nand2b_1   4
final cells by class:
cell class / count / area share [%]
tap: 77 / 3.164
multi-input combinational: 169 / 41.54
inverter: 15 / 1.849
sequential: 54 / 44.49
timing repair buffer: 16 / 5.095
clock inverter: 3 / 1.602
clock buffer: 5 / 2.260
No activity file was given, so power comes from the tool's default toggle rates.

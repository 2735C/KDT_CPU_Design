**flow/run.sh**
```bash
#!/bin/bash
# OpenROAD 26Q1-2900-gdf79404cd8, Yosys 0.63+post, stock flow scripts
make -C /OpenROAD-flow-scripts/flow DESIGN_CONFIG=/design/flow/config.mk WORK_HOME=/design/flow/orfs finish
```
**flow/config.mk**
```make
export PLATFORM = sky130hd
export DESIGN_NAME = clk_div_10hz
export DESIGN_NICKNAME = clk_div_10hz
export VERILOG_FILES = /design/flow/design.v
export SDC_FILE = /design/flow/constraint.sdc
export NUM_CORES = 4
export LEC_CHECK = 1
export CORE_AREA = 10 10 112 112
export DIE_AREA = 0 0 122 122
```
**flow/constraint.sdc**
```tcl
current_design clk_div_10hz

set clk_period 4.5
set clk_io_pct 0.2

create_clock -name clk0 -period $clk_period [get_ports {clk}]

set non_clock_inputs [all_inputs -no_clocks]
set_input_delay [expr $clk_period * $clk_io_pct] -clock clk0 $non_clock_inputs
set_output_delay [expr $clk_period * $clk_io_pct] -clock clk0 [all_outputs]
```
**flow/design.v**
```verilog
`timescale 1ns / 1ps
module TOP (
    input logic clk,
    input logic rst,
    output logic [3:0] fndCom,
    output logic [7:0] fndFont
);
    logic clk_10hz;
    logic [7:0] OutPort;
    clk_div_10hz U_ClkDiv (
        .clk(clk),
        .rst(rst),
        .clk_10hz(clk_10hz)
    );
    DedicatedProcessor_RegFile U_DedicatedProcessor_RegFile (
        .clk(clk_10hz),
        .rst(rst),
        .OutPort(OutPort)
    );
    fndController U_FndController (
        .clk(clk),
        .rst(rst),
        .number({6'b0, OutPort}),
        .fndCom(fndCom),
        .fndFont(fndFont)
    );
endmodule
module clk_div_10hz (
    input  logic clk,
    input  logic rst,
    output logic clk_10hz
);
    logic [$clog2(10_000_0000 -1):0] div_counter;
    always_ff @(posedge clk or posedge rst) begin
        if (rst) begin
            div_counter <= 0;
            clk_10hz <= 1'b0;
        end else begin
            if (div_counter == 10_000_000 - 1) begin   
                div_counter <= 0;
                clk_10hz <= 1'b1;
            end else begin
                div_counter <= div_counter + 1;
                clk_10hz <= 1'b0;
            end
        end
    end
endmodule
module DedicatedProcessor_RegFile (
    input logic clk,
    input logic rst,
    output logic [7:0] OutPort
);
    logic       RFSrcMuxSel;
    logic [2:0] RAddr1;
    logic [2:0] RAddr2;
    logic [2:0] WAddr;
    logic       we;
    logic       OutPortEn;
    logic       R1Le10;
    Datapath U_Datapath (.*);
    ControlUnit U_ControlUnit (.*);
endmodule
```
==> notes.md <==
flow finished, numbers: status=completed, Initial DRT Pass Iterations=4, sum of negative setup slack=0 ns, GRT Total Usage=3.74%, Max-slew headroom=56.8%, CP arrival=1.08 ns, Crit-path slowest cell=clkdlybuf4s50_1, dpl cells=271, Filler cells=1097, DRC viols=0, die area=0.0149 mm^2, initial antenna violation count=0, via/cell ratio=3.71, min cycle time layout=1.98 ns, Max Fanout on Critical Path=1, fin crit share=43.9%, Diodes inserted=0, Placed Instance Area=0.00164 mm^2, post-synthesis cell count=134, Yosys Instances=134, CP peak stage delay=0.47 ns, Post-Synthesis Cell Area=0.00145 mm^2, Least-Margin Pin Slew=0.643 ns, width of the die=122 um, Reg area=726 um^2, H-tree lvl count=2, layout cell share with drive strength beyond 1=11.9%, Max-area cell share=50.1%, area of the multi-input gates=696 um^2, peak supply drop=0.000124 V, top cells by count=dfrtp_1, xnor2_1, nand3_1, nand4_1, nor2_1, gr ovfl total=0, Num Clock Sinks=29, dpl hpwl=1870 um, Ys Warns=1, top cells, area=dfrtp_1, xnor2_1, nand4_1, nand3_1, and3_1, critical path required time=3.60 ns, max_cap viols=0, CTS clk-pin slew, worst paths=0.06 ns, Primary FF master, synth=dfrtp_1, Setup Skew=0.00571 ns, Leak=0.714 nW, Synth top cell by count=dfrtp_1, Core Region=0.0102 mm^2, post-synthesis chip area from yosys=0.00145 mm^2, Yosys cell types=36, CP endpoint kind=output port, CTS Root Cell=clkbuf_8, io pins=3, final WL=2710 um, design area=0.00177 mm^2, final hold violation count=0, Log Warnings=25, post_cts resized=0, GP Congestion=0.856, CTS Buf Count=5, ys flops=29, hold buffer count at CTS=0, Initial Util=14.1%, Buffers & Inverters on Critical Path=1, worst min path class=reg -> reg, fmax=0.506 GHz, DIE HEIGHT=122 um, PortBufs=2, first-pass GRT wire length=4690 um, async set or reset register ratio after synthesis=100%, area delta synth->final=22.4%, Routed Antenna Nets=0, worst slack, placed=2.72 ns, postcts setup bufs=0, RSZ-0062 raised after global routing=false, P per Cell Area=329 mW/mm^2, endpoints failing setup=0, Avg Inst Size Synth=10.8 um^2, routed length per instance=9.70 um, CTS tree=done, Bufs on Longest Clock Path=2, Layout Cells excl Fill=279, DR iter-0 viols=34, clk ins delay skew pair=0.28 ns, Crit Path Class=reg -> out, setup ws final=2.52 ns, flip-flops with a built-in enable=0, vias in the first global route=986, largest net degree at the start of global routing=30, register area share after synthesis=50.1%, cell taking the most area after synthesis=dfrtp_1, Max Slew Vio Count=0, total number of vias=1035, Startpoint Class=flip-flop, CP cell instances=clkdlybuf4s50_1, FP Rows=37, CP top delay family=buffers and inverters
layout make-up:
cell class / instances / share of cell area, %
Inverter: 3 / 0.636
Multi-Input combinational cell: 99 / 39.3
Timing Repair Buffer: 4 / 1.98
Tap cell: 136 / 9.60
Clock buffer: 5 / 3.88
Sequential cell: 29 / 41.0
Clock inverter: 3 / 3.67
sequential cells by signal, summed over array words and instances, names as in the netlist:
signal       flops
div_counter     28
clk_10hz         1
per-stage QoR:
stage | total power, mW | hold slack (ns) | util (%)
finish | 0.583 | 0.481 | 17.3
global route | 0.607 | 0.500 | 17.3
CTS | 0.593 | 0.487 | 17.3
detailed placement | 0.272 | 0.473 | 16.0
global placement | 0.272 | 0.475 | 16.0
floorplan | 0.269 | 0.447 | -
cell families after synthesis:
family,Yosys count,synth area share (%)
xor+xnor,20,12.1
mux,1,0.691
buf+inv,6,1.82
simple gates,66,29.0
flops,29,50.1
fa+ha+maj,1,0.864
compound gates,11,5.36
path summary, 6_finish.rpt:
check / start / end / slack [ns] / cells after the start
setup / recovery: clk_10hz / clk_10hz / 2.52 / 1
hold / removal: div_counter[0] / div_counter[0] / 0.48 / 1
setup reg to reg: div_counter[0] / div_counter[5] / 2.69 / 6
hold reg to reg: div_counter[0] / div_counter[0] / 0.48 / 1
max in group asynchronous: rst / div_counter[10] / 3.24 / 3
min in group asynchronous: rst / div_counter[3] / 0.99 / 3
power by group:
group	switching [mW]	leakage, nW	internal (mW)	total (mW)
Sequential	0	0.396	0.261	0.261
Combinational	0.00505	0.250	0.00139	0.00644
Clock	0.0961	0.0681	0.220	0.316
Total	0.101	0.714	0.482	0.583
placed cells by master, fill, tap and decap left out, drive strengths merged:
master,count
clkinv,1
o41ai,1
and2,2
or3,3
bufinv,2
o211a,1
nor2b,1
clkdlybuf4s50,2
and3,7
a21oi,3
nor3,4
inv,3
clkbuf,5
o221ai,1
dfrtp,29
xnor2,17
nand2,7
mux2i,1
nor4b,4
nor4bb,1
nand4,12
and4,4
nor4,1
o21ai,3
or4b,1
o31ai,1
nor2,8
ha,1
nand3,11
a211o,1
buf,2
xor2,3
per-layer routing:
layer	GRT usage, %	wire length, um	vias to the layer above
met3	1.31	130	3
met5	0	0	-
li1	-	-	507
met1	5.32	1390	516
met2	5.52	1180	9
met4	0.447	14	0
Power figures rest on the tool's default switching activity, not on a simulated workload.
